$ cat /design/flow/config.mk
export PLATFORM = sky130hd
export DESIGN_NAME = KS_3_spec
export DESIGN_NICKNAME = KS_3_spec
export VERILOG_FILES = /design/flow/design.v
export SDC_FILE = /design/flow/constraint.sdc
export NUM_CORES = 4
export LEC_CHECK = 1
export CORE_AREA = 10 10 70 70
export DIE_AREA = 0 0 80 80
$ cat /design/flow/constraint.sdc
current_design KS_3_spec

set clk_period 1.9
set clk_io_pct 0.2

create_clock -name clk0 -period $clk_period

set non_clock_inputs [all_inputs -no_clocks]
set_input_delay [expr $clk_period * $clk_io_pct] -clock clk0 $non_clock_inputs
set_output_delay [expr $clk_period * $clk_io_pct] -clock clk0 [all_outputs]
$ cat /design/flow/design.v
module U2x2 (
        input logic [1:0] IN1,
        input logic [1:0] IN2,
        input logic [0:0] IN3,  
        output logic [3:0] design_res
      );
    WT_UB4_KS_2x2_noX mult(IN1, IN2, design_res);
endmodule
module WT_UB4_KS_2x2_noX(
        input logic [1:0] IN1,
        input logic [1:0] IN2,
        output logic [3:0] result);
    wire [2:0] mult = {1'b0, IN1};
    wire [2:0] mcand = {1'b0, IN2};
    wire [3:0] mcand_1x;
    wire [3:0] mcand_2x;
    assign mcand_1x = {{1{mcand[2]}},  mcand};
    assign mcand_2x = {{0{mcand[2]}},  mcand, 1'b0};
    wire logic select_0_0, select_e_0, select_2x_0, tcomp0, select_ne_0, select_n2x_0;
    assign select_0_0 =  &{mult[1], mult[0], 1'b0} | ~|{mult[1], mult[0], 1'b0};
    assign select_e_0 = ((~ mult[1]) & (mult[0] ^ 1'b0));
    assign select_ne_0 = mult[1] &  (mult[0] ^ 1'b0);
    assign select_2x_0 = (~ mult[1]) & mult[0] & 1'b0;
    assign select_n2x_0 = mult[1] & (~ mult[0]) & (~ 1'b0);
    reg [3:0] pp_0;
    always @(*) begin
       case (1'b1)
          select_0_0   : pp_0 = 0; 
          select_e_0   : pp_0 = mcand_1x; 
          select_2x_0  : pp_0 = mcand_2x; 
          select_n2x_0 : pp_0 = (~ mcand_2x); 
          select_ne_0  : pp_0 = (~ mcand_1x); 
          default  : pp_0 = 0; 
       endcase 
       pp_0[3] = ~pp_0[3];  
    end
    assign tcomp0 =  select_n2x_0 | select_ne_0;
    wire logic select_0_1, select_e_1, select_2x_1, tcomp1, select_ne_1, select_n2x_1;
    assign select_0_1 =  &{mult[2], mult[2], mult[1]} | ~|{mult[2], mult[2], mult[1]};
    assign select_e_1 = ((~ mult[2]) & (mult[2] ^ mult[1]));
    assign select_ne_1 = mult[2] &  (mult[2] ^ mult[1]);
    assign select_2x_1 = (~ mult[2]) & mult[2] & mult[1];
    assign select_n2x_1 = mult[2] & (~ mult[2]) & (~ mult[1]);
    reg [3:0] pp_1;
    always @(*) begin
       case (1'b1)
          select_0_1   : pp_1 = 0; 
          select_e_1   : pp_1 = mcand_1x; 
          select_2x_1  : pp_1 = mcand_2x; 
          select_n2x_1 : pp_1 = (~ mcand_2x); 
          select_ne_1  : pp_1 = (~ mcand_1x); 
          default  : pp_1 = 0; 
       endcase 
       pp_1[3] = ~pp_1[3];  
    end
    assign tcomp1 =  select_n2x_1 | select_ne_1;
    logic s0 ,c0;
    ha ha0 (pp_0[0], tcomp0, s0, c0);
    logic s1 ,c1; 
    fa fa1 (pp_0[2], pp_1[0], tcomp1, s1, c1);
    logic s2 ,c2; 
    fa fa2 (pp_0[3], pp_1[1], 1'b1, s2, c2);
    assign result[0] = s0;
    logic [3:0] adder_result;
    KS_3 final_adder ({c1, s1, pp_0[1] }, {s2, 1'b0, c0 }, adder_result );
    assign result[3:1] = adder_result[2:0];
endmodule
module KS_3 ( 
        input logic [2:0] IN1,
        input logic [2:0] IN2,
        output logic [3:0] OUT);
    wire logic [2:0] p_0;
    wire logic [2:0] g_0;
    assign g_0 = IN1 & IN2;
    assign p_0 = IN1 ^ IN2;
    wire logic p_1_1;
    wire logic g_1_1;
    assign p_1_1 = p_0[1] & p_0[0];
    assign g_1_1 = (p_0[1] & g_0[0]) | g_0[1];
    wire logic p_1_2;
    wire logic g_1_2;
    assign p_1_2 = p_0[2] & p_0[1];
    assign g_1_2 = (p_0[2] & g_0[1]) | g_0[2];
    wire logic p_2_2;
    wire logic g_2_2;
    assign p_2_2 = p_1_2 & p_0[0];
    assign g_2_2 = (p_1_2 & g_0[0]) | g_1_2;
    assign OUT[0] = p_0[0];
    assign OUT[1] = p_0[1] ^ g_0[0];
    assign OUT[2] = p_0[2] ^ g_1_1;
    assign OUT[3] = g_2_2;
endmodule
module KS_3_spec (
        input logic [2:0] IN1,
        input logic [2:0] IN2,
        output logic adder_correct,
        output logic [3:0] spec_res);
    assign spec_res = IN1 + IN2;
    wire [3:0] adder_res;
    KS_3 adder(IN1, IN2, adder_res);
    assign adder_correct = ((spec_res == adder_res) ? 1 : 0);
endmodule
module ha (
        input logic a,
        input logic b,
        output logic s,
        output logic c);
    assign s = a ^ b;
    assign c = a & b;
endmodule
module fa (
        input logic x,
        input logic y,
        input logic z,
        output logic s,
        output logic c);
    assign s = x ^ y ^ z;
    assign c = (x & y) | (x & z) | (y & z);
endmodule
module Four2Two 
        #(parameter WIDTH=1) (
        input logic [WIDTH-1:0] in1,
        input logic [WIDTH-1:0] in2,
        input logic [WIDTH-1:0] in3,
        input logic [WIDTH-1:0] in4,
        input logic cin,
        output logic [WIDTH-1:0] sum,
        output logic [WIDTH-1:0] carry,
        output logic cout);
    wire logic [WIDTH:0] temp1;
    assign temp1 = {((in1 ^ in2)&in3 | in1 & ~(in1^in2)),cin};
    assign sum = ((in1 ^ in2) ^ in3 ^ in4) ^ temp1[WIDTH-1:0];
    assign carry = ((in1 ^ in2) ^ in3 ^ in4) & temp1[WIDTH-1:0] | in4 & ~((in1 ^ in2) ^ in3 ^ in4);
    assign cout = temp1[WIDTH];
endmodule
$ cat /design/flow/run.sh
#!/bin/bash
# OpenROAD 26Q1-2900-gdf79404cd8, Yosys 0.63+post, stock flow scripts
make -C /OpenROAD-flow-scripts/flow DESIGN_CONFIG=/design/flow/config.mk WORK_HOME=/design/flow/orfs finish
==> impl_metrics.xml <==
<?xml version="1.0" encoding="UTF-8"?>
<metrics>
  <group name="synth">
    <metric name="main_area_contributors_after_synthesis" unit="">ha_1 (33%), fa_1 (18%), buf_4 (13%), inv_1 (13%), xnor2_1 (7.7%)</metric>
    <metric name="yosysTopAreaCellShare" unit="%">33.0</metric>
    <metric name="synthMostInstantiatedCell" unit="">inv_1</metric>
    <metric name="postSynthCellCount" unit="">15</metric>
    <metric name="ys_cells" unit="">15</metric>
    <metric name="chip_area_in_the_yosys_report" unit="µm²">114</metric>
    <metric name="synthDistinctLibCells" unit="">9</metric>
    <metric name="synth_warnings" unit="">0</metric>
    <metric name="post-synth-top-area-cell" unit="">ha_1</metric>
    <metric name="netlist_area" unit="µm²">114</metric>
    <metric name="post_synth.cell_area_avg" unit="µm²">7.59</metric>
    <metric name="synth.top_cells.by_count" unit="">inv_1 (4), ha_1 (3), buf_4 (2)</metric>
    <metric name="seq_area_frac_synth" unit="%">0</metric>
  </group>
  <group name="floorplanning">
    <metric name="die_area" unit="mm²">0.00640</metric>
    <metric name="die-height" unit="µm">80</metric>
    <metric name="num_io_pins" unit="">11</metric>
    <metric name="row_count" unit="">21</metric>
    <metric name="initial_core_util" unit="%">3.33</metric>
    <metric name="dieWidth" unit="µm">80</metric>
    <metric name="core-area" unit="mm²">0.00342</metric>
  </group>
  <group name="route">
    <metric name="vias" unit="">129</metric>
    <metric name="antenna_cells" unit="">0</metric>
    <metric name="drtAntennaViolNets" unit="">0</metric>
    <metric name="detail_route.wl_per_cell" unit="µm">5.86</metric>
    <metric name="viasPerCell" unit="">1.77</metric>
    <metric name="initialDrtViolationCount" unit="">0</metric>
    <metric name="drcViolationCount" unit="">0</metric>
    <metric name="route.final.wire_length" unit="µm">428</metric>
    <metric name="first_pass_iters" unit="">1</metric>
  </group>
  <group name="global_route">
    <metric name="grt_antenna_before_repair" unit="">0</metric>
    <metric name="grt_first_pass_wirelength" unit="µm">703</metric>
    <metric name="grt_most_used_layer" unit="">met2</metric>
    <metric name="global_route_met3_usage" unit="%">0.341</metric>
    <metric name="grtUsageTotal" unit="%">1.36</metric>
    <metric name="use_met1" unit="%">1.46</metric>
    <metric name="overflow" unit="">0</metric>
    <metric name="number_of_global_route_vias_before_repair" unit="">144</metric>
    <metric name="grtUsageMet2" unit="%">2.73</metric>
    <metric name="grt_start_max_net_pins" unit="">4</metric>
  </group>
  <group name="finish">
    <metric name="layout_cells_excl_fill" unit="">73</metric>
    <metric name="final_core_utilization" unit="%">8.39</metric>
    <metric name="num-clock-buffers" unit="">0</metric>
    <metric name="flop_area" unit="µm²">0</metric>
    <metric name="drive_gt1_share" unit="%">40.7</metric>
    <metric name="flow.area_growth_from_synthesis" unit="%">152</metric>
    <metric name="total_number_of_sequential_cells" unit="">0</metric>
  </group>
  <group name="setup_path">
    <metric name="max_fo_critical_path" unit="">2</metric>
    <metric name="critPathLaunchType" unit="">input pin</metric>
    <metric name="timing_worst_setup_path_type" unit="">input pin to output pin</metric>
    <metric name="cp_data_arrival_time" unit="ps">1450</metric>
    <metric name="worstPathRequired" unit="ps">1520</metric>
    <metric name="cp-end-kind" unit="">output pin</metric>
  </group>
  <group name="place">
    <metric name="dp.cells" unit="">72</metric>
    <metric name="buffer_ports.inserted" unit="">10</metric>
    <metric name="place_congestion" unit="">0.701</metric>
    <metric name="hpwl" unit="µm">369</metric>
  </group>
  <group name="final_timing">
    <metric name="hold_ws" unit="ps">1410</metric>
    <metric name="clock.fmax" unit="MHz">545</metric>
    <metric name="min_period" unit="ps">1830</metric>
    <metric name="final-setup-viol-count" unit="">0</metric>
    <metric name="setup_total_negative_slack" unit="ps">0</metric>
    <metric name="final_min_period_over_clock_period" unit="%">96.6</metric>
    <metric name="grt_setup_unrepaired" unit="">no</metric>
    <metric name="final_hold_viol_count" unit="">0</metric>
    <metric name="final-max-slew-violation-count" unit="">0</metric>
  </group>
  <group name="pwr">
    <metric name="power_density" unit="mW/mm²">185</metric>
    <metric name="irDropWorstVdd" unit="V">0.0000197</metric>
    <metric name="power" unit="W">0.0000529</metric>
    <metric name="leakagePower" unit="nW">0.126</metric>
  </group>
  <group name="cts">
    <metric name="cts_hold_buffers" unit="">0</metric>
  </group>
  <group name="worst_hold_path">
    <metric name="hold_path.class" unit="">input pin to output pin</metric>
    <metric name="hp-start" unit="">IN1[2]</metric>
    <metric name="hold-path-cell-count" unit="">5</metric>
    <metric name="hold_end" unit="">spec_res[3]</metric>
  </group>
  <group name="run_status">
    <metric name="run_status" unit="">finished, final reports clean</metric>
  </group>
  <group name="flow_run">
    <metric name="cap_viol_max_count" unit="">0</metric>
    <metric name="number_of_warnings_in_the_stage_logs" unit="">32</metric>
  </group>
</metrics>
routing by layer:
metal | up-vias | part of all wire [%] | routed length, µm
met2 | 6 | 47 | 202
met5 | - | 0 | 0
met3 | 0 | 13 | 56
met1 | 57 | 39 | 169
li1 | 66 | - | -
met4 | 0 | 0 | 0
per-stage QoR:
| step | area [µm²] | setup slack (ps) |
|---|---|---|
| 5_1_grt | 287 | 18.4 |
| 6_report | 287 | 65.1 |
| 2_1_floorplan | 114 | 467 |
| 3_5_place_dp | 279 | -581 |
| 3_3_place_gp | 279 | -555 |
| 4_1_cts | 283 | 47.5 |
kinds of logic (layout without fill, tap and decap cells):
logic type / count (synthesis) / after routing / share of synthesized area [%]
adders and majority gates: 4 / 4 / 50.6
buffers and inverters: 6 / 18 / 26.4
xor gates and xnor gates: 1 / 1 / 7.69
and+or+nand+nor: 2 / 2 / 7.68
other: 1 / 1 / 3.29
AOI/OAI and AO/OA: 1 / 1 / 4.39
worst max-delay path: stages:
cell	delay (ps)
buf_2	80
ha_2	180
inv_2	40
fa_2	510
inv_1	30
dlygate4sd2_1	220
cells in the final DEF (no fill, tap or decap):
cell type | synthesis | final
ha_1 | 3 | 1
inv_2 | 0 | 2
clkdlybuf4s50_1 | 0 | 1
fa_2 | 0 | 1
ha_4 | 0 | 1
buf_2 | 0 | 2
buf_4 | 2 | 4
clkdlybuf4s15_1 | 0 | 1
xnor2_1 | 1 | 1
nand2_1 | 1 | 1
inv_1 | 4 | 2
a21oi_1 | 1 | 1
nand3_1 | 1 | 1
ha_2 | 0 | 1
dlygate4sd2_1 | 0 | 6
conb_1 | 1 | 1
power breakdown:
| group | internal (W) | switching [W] | leakage, nW |
|---|---|---|---|
| combinational | 0.0000352 | 0.0000176 | 0.126 |
| sequential | 0 | 0 | 0 |
| clock | 0 | 0 | 0 |
| total | 0.0000352 | 0.0000176 | 0.126 |
timing repair:
item                                    in CTS  in global routing
buffers inserted                             1                  0
pin swaps                                    4                  1
cloned                                       0                  0
endpoints found under the setup margin       4                  1
resized                                     16                  3
area by class of cell:
cell class	count	area [µm²]
fill	404	3130
timing repair buffer	14	113
multi-input combinational	9	101
tap	46	57.6
inverter	4	15.0
worst max path at each step:
stage                 startpoint     endpoint  cells past startpoint
after global routing      IN1[1]  spec_res[1]                      5
final                     IN2[0]  spec_res[1]                      6
after CTS                 IN1[1]  spec_res[2]                      5
Power is estimated from default activity; no workload was simulated.
